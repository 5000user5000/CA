--- ./config.mk ---
export PLATFORM = sky130hd
export DESIGN_NAME = ALU
export DESIGN_NICKNAME = ALU
export VERILOG_FILES = /design/flow/design.v
export SDC_FILE = /design/flow/constraint.sdc
export NUM_CORES = 4
export LEC_CHECK = 1
export CORE_UTILIZATION = 40
--- ./constraint.sdc ---
current_design ALU

set clk_period 19.9
set clk_io_pct 0.2

create_clock -name clk0 -period $clk_period [get_ports {i_clk}]

set non_clock_inputs [all_inputs -no_clocks]
set_input_delay [expr $clk_period * $clk_io_pct] -clock clk0 $non_clock_inputs
set_output_delay [expr $clk_period * $clk_io_pct] -clock clk0 [all_outputs]
--- ./design.v ---
module ALU #(
    parameter DATA_W = 32
)
(
    input                       i_clk,    
    input                       i_rst_n,  
    input                       i_valid,  
    input [DATA_W - 1 : 0]      i_A,      
    input [DATA_W - 1 : 0]      i_B,      
    input [         2 : 0]      i_inst,   
    output [2*DATA_W - 1 : 0]   o_data,   
    output                      o_done    
);
    parameter S_IDLE           = 2'd0;
    parameter S_ONE_CYCLE_OP   = 2'd1; 
    parameter S_MULTI_CYCLE_OP = 2'd2;  
    parameter ADD = 3'd0;
    parameter SUB = 3'd1;
    parameter AND = 3'd2;
    parameter OR  = 3'd3;
    parameter SLT = 3'd4;
    parameter SRA = 3'd5;
    parameter MUL = 3'd6;
    parameter DIV = 3'd7;
    reg  [ 4:0] counter, counter_nxt;
    reg  [63:0] shreg  , shreg_nxt;
    reg [32 : 0] alu_out;  
    reg [63:0] o_data;
    reg [63:0] temp;
    reg o_done;
    reg  [         1: 0] state, state_nxt;  
    reg  signed [  DATA_W-1: 0] operand_a, operand_a_nxt;
    reg  signed [  DATA_W-1: 0] operand_b, operand_b_nxt;
    reg         [         2: 0] inst, inst_nxt;
    always @(posedge i_clk) begin  
        if(state == S_MULTI_CYCLE_OP) begin
            o_data = shreg_nxt;
        end
        else begin
            if(state == S_ONE_CYCLE_OP)
                o_data = {32'b0,alu_out[31:0]};
            else 
                o_data = 64'h777;  
        end
    end
    always @(*) begin
        if (i_valid) begin
            operand_a_nxt = i_A;
            operand_b_nxt = i_B;
            inst_nxt      = i_inst;
        end
        else begin
            operand_a_nxt = operand_a;
            operand_b_nxt = operand_b;
            inst_nxt      = inst;
        end
    end
    always @(*) begin
        case(state)
            S_IDLE           : begin
                    if(i_valid == 1'd0) begin
                        state_nxt = S_IDLE;
                    end
                    else begin
                        case(inst_nxt)
                            DIV: state_nxt = S_MULTI_CYCLE_OP;
                            MUL: state_nxt = S_MULTI_CYCLE_OP;
                            default: state_nxt = S_ONE_CYCLE_OP;  
                        endcase
                    end
                end
            S_ONE_CYCLE_OP : state_nxt = S_IDLE;
            S_MULTI_CYCLE_OP : begin
                if(counter != 5'd31)  
                    state_nxt = S_MULTI_CYCLE_OP;
                else
                    state_nxt = S_IDLE;
            end
            default : state_nxt = state;
        endcase
    end
    always @(negedge i_clk) begin  
        if(state == S_MULTI_CYCLE_OP)
            counter_nxt = counter + 1;
        else 
            counter_nxt = 0;
    end
    always @(*) begin
        alu_out[32] = 0;  
        case(i_inst)
            ADD: begin
                alu_out[31:0] = operand_a + operand_b;
                if(operand_a[31]==operand_b[31] && operand_a[31]==1'b0  && alu_out[31]==1'b1) begin  
                    alu_out[31:0] = 32'h7fffffff;  
                end
                else  begin
                    if(operand_a[31]==operand_b[31] && operand_a[31]==1'b1 && alu_out[31]==1'b0 )  begin  
                        alu_out[31:0] = {1'b1, 31'b0};  
                    end
                end
                end
            SUB: begin
                alu_out[31:0] = operand_a - operand_b;
                if(operand_a[31]!=operand_b[31] && operand_a[31]==1'b0  && alu_out[31]==1'b1) begin  
                    alu_out[31:0] = 32'h7fffffff;  
                end
                else  begin
                    if(operand_a[31]!=operand_b[31] && operand_a[31]==1'b1 && alu_out[31]==1'b0 ) begin  
                    alu_out[31:0] = {1'b1, 31'b0};  
                    end
                end
            end
            AND: begin
                alu_out[31:0] = operand_a & operand_b;
            end
            OR: begin
                alu_out[31:0] = operand_a | operand_b;
            end
            SLT: begin
                alu_out[31:0] = (operand_a < operand_b) ? 32'b1 : 32'b0;
            end
            SRA: begin
                alu_out[31:0] = operand_a >>> operand_b;  
            end
            MUL: begin
                if(shreg[0]==1'b1)
                    alu_out = operand_a; 
                else
                    alu_out = 0;
            end
            DIV: begin
                alu_out = shreg[62:31] - operand_b[31:0];  
            end
            default: alu_out = 0;
        endcase
    end
     always @(*) begin
        case(i_inst)
            MUL: begin
                if(counter==5'd0) begin  
                    if(operand_b[0]==1'b1)
                        shreg_nxt[63:0] = {operand_a , operand_b} >> 1;
                    else
                        shreg_nxt[63:0] = { 32'b0 , operand_b } >> 1;
                end
                else  begin
                    shreg_nxt = {shreg[63:32]+alu_out,shreg[31:0]} >> 1;  
                    if (shreg_nxt[62:31] < shreg[63:32])  
                        shreg_nxt[63] = 1;
                    else 
                        shreg_nxt[63] = 0;
                end
            end
            DIV: begin
                if(counter==5'd0) begin  
                    temp[63:0] = { 32'b0 , operand_a };
                    if(temp[62:31] < operand_b[31:0]) begin  
                        shreg_nxt = temp << 1;
                        shreg_nxt[0] = 0;
                    end
                    else begin
                        shreg_nxt = {1'b0,operand_b[31:0],temp[30:0]}<<1;
                        shreg_nxt[0] = 1;
                    end
                end
                else begin
                    if(alu_out[32]==1'b1) begin  
                        shreg_nxt = shreg << 1;
                        shreg_nxt[0] = 0;
                    end
                    else begin
                        shreg_nxt = {1'b0,alu_out[31:0],shreg[30:0]}<<1;
                        shreg_nxt[0] = 1;
                    end
                end
            end
            default: begin
                if(i_valid==1'd1)
                    shreg_nxt = {shreg[63:32], alu_out[31:0]}; 
                else
                    shreg_nxt = 0;
            end
        endcase
    end
    always @(posedge i_clk) begin
        if(state!=S_IDLE && state_nxt== S_IDLE) begin 
            o_done = 1'b1;
        end
        else
            o_done = 1'b0;
    end
    always @(posedge i_clk or negedge i_rst_n) begin  
        if (!i_rst_n) begin
            state       <= S_IDLE;
            operand_a   <= 0;
            operand_b   <= 0;
            inst        <= 0;
        end
        else begin
            state       <= state_nxt;
            counter     <= counter_nxt;
            operand_a   <= operand_a_nxt;
            operand_b   <= operand_b_nxt;
            inst        <= inst_nxt;
            shreg       <= shreg_nxt;
        end
    end
endmodule
--- ./run.sh ---
#!/bin/bash
# OpenROAD 26Q1-2900-gdf79404cd8, Yosys 0.63+post, stock flow scripts
make -C /OpenROAD-flow-scripts/flow DESIGN_CONFIG=/design/flow/config.mk WORK_HOME=/design/flow/orfs finish
==> flow_summary.toml <==
# yosys + openroad results
[floorplanning]
chipArea_um2 = 51600
coreArea_um2 = 50100
fp_util_pct = 40.5
die_height_um = 227
rows = 82
die_x_um = 227
ios = 135

[global_routing]
antenna_found_initial = 3
grt_pass1_wl_um = 135000
grt.overflow.total = 0
grt_max_degree = 84
grt.total_usage_pct = 37.2
grt_pass1_vias = 19754

[critical_path]
cpPeakStageDelay_ns = 0.43
cp.depth = 4
worstPathArrival_ns = 1.83
r2r_start = "counter[0]"
critPathTopFamily = "adder cells"
critical_path_peak_fanout = 4
critPathBufInv = 0
worstSetupStartpointType = "register"
cp_slowest_cell = "edfxtp_1"
crit_required_ns = 10.43
path_cells = "ha_1 > and3_1 > ha_1 > and2_1"
ff2ff_path_depth = 4
crit_start = "counter[0]"
cpMostUsedCell = "ha_1"
crit_type = "reg2reg"
worst_setup_path_end_kind = "register"

[logic_synthesis]
synth_warnings = 4
syn-cell-area_um2 = 20300
synth-main-ff-cell = "dfxtp_1"
async_flop_share_pct = 32.2
ys_seq_share_pct = 25.2
yosys_area_um2 = 20300
syn-mean-instance-area_um2 = 7.93
synth_flop_count = 205
syn-instance-count = 2559
synth_cell_types = 94
synth-edff-count = 69
yosys_cells = 2559

[clock_tree]
htree_levels = 1
post_cts_buffers = 0
clock_latency_ns = 0.60
post_cts_resized = 0
cts.sinks = 205
clk_pin_slew_worst_paths_ns = 0.07
cts_root_buf = "clkbuf_16"
cts_buffer_depth = 3
cts_hold_buffers = 0
cts_buffers = 25
cts_tree = "yes"

[placement]
place_worst_setup_slack_ns = 8.57
hpwlAfterDp_um = 72600
gp_congestion = 1.06
port_buffers = 134
dpl_cell_area_um2 = 22300

[layout]
areaGrowthSynthToFinish_pct = 14.5
final_area_um2 = 23200
drive_above_1_share_pct = 6.55
lay_top_count = "nand2_1"
fillers = 4923
final_layout_top_logic_cells = "281 x nand2_1, 255 x a21oi_1, 216 x o21ai_0"

[outcome]
outcome = "finished clean"

[sta]
slew_violations = 0
relSlewSlack_pct = 37.7
rsz0062_at_grt = "false"
setup_viol = 0
fin_skew_ns = 0.0572
setup_tns_ns = 0
timing.final.ws_setup_ns = 8.60
max_slew.worst_pin.slew_ns = 0.923
hold_viol = 0

[drt]
vias_per_cell = 6.32
drt_wl_total_um = 93300
vias = 20952
dr.pass1.iters = 6
dr.first_iter.drc_count = 2111
ant_nets = 0
post_drt_wl_per_cell_um = 28.1
remaining_drc_errors = 0

[pwr]
p_leak_nw = 9.81
power.density_nw_per_um2 = 97.3
ir_drop_mv = 0.0705
total_power_mw = 2.26

[hold_path]
hold_path.class = "reg2reg"
worstHoldStart = "state[0]"
hold_depth = 1

[run]
maxCapViolations = 0
tool_warnings = 100
synthesized netlist by cell type, types with 64 or more instances:
| cell type | n | area, um^2 |
|---|---|---|
| nor2_1 | 144 | 541 |
| and2_1 | 64 | 400 |
| xnor2_1 | 77 | 674 |
| nand2_1 | 281 | 1050 |
| clkbuf_1 | 119 | 447 |
| edfxtp_1 | 69 | 2070 |
| ha_1 | 197 | 2460 |
| inv_1 | 153 | 574 |
| dfrtp_1 | 66 | 1650 |
| o21ai_0 | 216 | 1080 |
| a21oi_1 | 256 | 1280 |
| a21o_1 | 69 | 518 |
| dfxtp_1 | 70 | 1400 |
sequential cells by signal, summed over array words and instances, names as in the netlist:
name / cells
o_data: 64
shreg: 64
operand_a: 32
operand_b: 32
counter: 5
counter_nxt: 5
state: 2
o_done: 1
power by group:
group / internal [mW] / total, mW / switching (mW)
clock network: 0.307 / 0.505 / 0.198
logic: 0.466 / 1.16 / 0.691
registers: 0.522 / 0.600 / 0.0786
total: 1.29 / 2.26 / 0.968
worst paths after layout:
check	endpoint	slack (ns)
min in group asynchronous	operand_b[13]	3.38
hold / removal	state[0]	0.64
hold reg to reg	state[0]	0.64
setup / recovery	counter_nxt[4]	8.60
max in group asynchronous	operand_b[23]	15.40
setup reg to reg	counter_nxt[4]	8.60
logic make-up (layout without fill, tap and decap cells):
| family | after synthesis | count (layout) | share of synthesized area, % |
|---|---|---|---|
| buf+inv | 318 | 402 | 6.14 |
| flops | 205 | 205 | 25.2 |
| compound gates | 941 | 941 | 30.5 |
| mux | 59 | 59 | 3.99 |
| simple gates | 730 | 730 | 17.0 |
| other cells | 0 | 1 | 0 |
| xor+xnor | 103 | 103 | 4.44 |
| fa+ha+maj | 203 | 203 | 12.7 |
routing by layer:
metal,share of wire (%),vias to the layer above,GRT usage (%)
met5,0.033,-,0
met4,6.7,4,20.0
met3,7.9,242,6.69
met2,44,1127,55.6
met1,42,9997,52.0
li1,-,9582,-
area by class of cell:
class | count | area, um^2 | share of cell area, %
Multi-Input combinational cell | 2036 | 14000 | 60.1
Sequential cell | 205 | 5130 | 22.1
Timing Repair Buffer | 195 | 1800 | 7.73
Tap cell | 672 | 841 | 3.62
Clock buffer | 36 | 783 | 3.37
Inverter | 157 | 589 | 2.53
Clock inverter | 14 | 133 | 0.570
Antenna cell | 1 | 2.50 | 0.0108
metrics by stage:
stage,hold slack (ns),util [%],cells
4_1_cts,0.637,46.4,3315
6_report,0.638,46.4,3316
5_1_grt,0.662,46.4,3315
3_5_place_dp,0.618,44.6,3266
2_1_floorplan,0.535,-,2559
3_3_place_gp,0.618,44.6,3266
No activity file was given, so power comes from the tool's default toggle rates.
